**design/flow/run.sh**
```bash
#!/bin/bash
# OpenROAD 26Q1-2900-gdf79404cd8, Yosys 0.63+post, stock flow scripts
make -C /OpenROAD-flow-scripts/flow DESIGN_CONFIG=/design/flow/config.mk WORK_HOME=/design/flow/orfs finish
```
**design/flow/config.mk**
```make
export PLATFORM = sky130hd
export DESIGN_NAME = segment_driver
export DESIGN_NICKNAME = segment_driver
export VERILOG_FILES = /design/flow/design.v
export SDC_FILE = /design/flow/constraint.sdc
export NUM_CORES = 4
export LEC_CHECK = 1
export CORE_UTILIZATION = 30
```
**design/flow/constraint.sdc**
```tcl
current_design segment_driver

set clk_period 2.3
set clk_io_pct 0.2

create_clock -name clk0 -period $clk_period [get_ports {clk}]

set non_clock_inputs [all_inputs -no_clocks]
set_input_delay [expr $clk_period * $clk_io_pct] -clock clk0 $non_clock_inputs
set_output_delay [expr $clk_period * $clk_io_pct] -clock clk0 [all_outputs]
```
**design/flow/design.v**
```verilog
module segment_driver
        (
            input logic clk,
            input logic rst,
            input logic[23:0] val,
            output logic[5:0] sel,
            output logic seg_a,
            output logic seg_b,
            output logic seg_c,
            output logic seg_d,
            output logic seg_e,
            output logic seg_f,
            output logic seg_g,
            output logic dp
        );
logic[3:0] selected_char;
logic[15:0] timer;
assign dp = 1'b0;
assign selected_char =  (val[3:0] & {4{sel[5]}}) |
                        (val[7:4] & {4{sel[4]}}) |
                        (val[11:8] & {4{sel[3]}}) |
                        (val[15:12] & {4{sel[2]}}) |
                        (val[19:16] & {4{sel[1]}}) |
                        (val[23:20] & {4{sel[0]}});
always_ff @(posedge clk or posedge rst)
begin
    if(rst == 1'b1)
    begin
        timer <= 16'b0;
        sel <= 6'b000001;
    end
    else
    begin
        timer <= timer + 16'b1;
        if(timer == 16'd50000)
        begin
            timer <= 16'b0;
            sel[5:1] <= sel[4:0];
            sel[0] <= sel[5];
        end
    end
end
always_comb 
begin
    if(selected_char == 4'h0)
    begin
        seg_a <= 1'b1;
        seg_b <= 1'b1;
        seg_c <= 1'b1;
        seg_d <= 1'b1;
        seg_e <= 1'b1;
        seg_f <= 1'b1;
        seg_g <= 1'b0;
    end
    else
    if(selected_char == 4'h1)
    begin
        seg_a <= 1'b0;
        seg_b <= 1'b1;
        seg_c <= 1'b1;
        seg_d <= 1'b0;
        seg_e <= 1'b0;
        seg_f <= 1'b0;
        seg_g <= 1'b0;
    end
    else
    if(selected_char == 4'h2)
    begin
        seg_a <= 1'b1;
        seg_b <= 1'b1;
        seg_c <= 1'b0;
        seg_d <= 1'b1;
        seg_e <= 1'b1;
        seg_f <= 1'b0;
        seg_g <= 1'b1;
    end
    else
    if(selected_char == 4'h3)
    begin
        seg_a <= 1'b1;
        seg_b <= 1'b1;
        seg_c <= 1'b1;
        seg_d <= 1'b1;
        seg_e <= 1'b0;
        seg_f <= 1'b0;
        seg_g <= 1'b1;
    end
    else
    if(selected_char == 4'h4)
    begin
        seg_a <= 1'b0;
        seg_b <= 1'b1;
        seg_c <= 1'b1;
        seg_d <= 1'b0;
        seg_e <= 1'b0;
        seg_f <= 1'b1;
        seg_g <= 1'b1;
    end
    else
    if(selected_char == 4'h5)
    begin
        seg_a <= 1'b1;
        seg_b <= 1'b0;
        seg_c <= 1'b1;
        seg_d <= 1'b1;
        seg_e <= 1'b0;
        seg_f <= 1'b1;
        seg_g <= 1'b1;
    end
    else
    if(selected_char == 4'h6)
    begin
        seg_a <= 1'b1;
        seg_b <= 1'b0;
        seg_c <= 1'b1;
        seg_d <= 1'b1;
        seg_e <= 1'b1;
        seg_f <= 1'b1;
        seg_g <= 1'b1;
    end
    else
    if(selected_char == 4'h7)
    begin
        seg_a <= 1'b1;
        seg_b <= 1'b1;
        seg_c <= 1'b1;
        seg_d <= 1'b0;
        seg_e <= 1'b0;
        seg_f <= 1'b0;
        seg_g <= 1'b0;
    end
    else
    if(selected_char == 4'h8)
    begin
        seg_a <= 1'b1;
        seg_b <= 1'b1;
        seg_c <= 1'b1;
        seg_d <= 1'b1;
        seg_e <= 1'b1;
        seg_f <= 1'b1;
        seg_g <= 1'b1;
    end
    else
    if(selected_char == 4'h9)
    begin
        seg_a <= 1'b1;
        seg_b <= 1'b1;
        seg_c <= 1'b1;
        seg_d <= 1'b1;
        seg_e <= 1'b0;
        seg_f <= 1'b1;
        seg_g <= 1'b1;
    end
    else
    if(selected_char == 4'hA)
    begin
        seg_a <= 1'b1;
        seg_b <= 1'b1;
        seg_c <= 1'b1;
        seg_d <= 1'b0;
        seg_e <= 1'b1;
        seg_f <= 1'b1;
        seg_g <= 1'b1;
    end
    else
    if(selected_char == 4'hB)
    begin
        seg_a <= 1'b0;
        seg_b <= 1'b0;
        seg_c <= 1'b1;
        seg_d <= 1'b1;
        seg_e <= 1'b1;
        seg_f <= 1'b1;
        seg_g <= 1'b1;
    end
    else
    if(selected_char == 4'hC)
    begin
        seg_a <= 1'b1;
        seg_b <= 1'b0;
        seg_c <= 1'b0;
        seg_d <= 1'b1;
        seg_e <= 1'b1;
        seg_f <= 1'b1;
        seg_g <= 1'b0;
    end
    else
    if(selected_char == 4'hD)
    begin
        seg_a <= 1'b0;
        seg_b <= 1'b1;
        seg_c <= 1'b1;
        seg_d <= 1'b1;
        seg_e <= 1'b1;
        seg_f <= 1'b0;
        seg_g <= 1'b1;
    end
    else
    if(selected_char == 4'hE)
    begin
        seg_a <= 1'b1;
        seg_b <= 1'b0;
        seg_c <= 1'b0;
        seg_d <= 1'b1;
        seg_e <= 1'b1;
        seg_f <= 1'b1;
        seg_g <= 1'b1;
    end
    else
    if(selected_char == 4'hF)
    begin
        seg_a <= 1'b1;
        seg_b <= 1'b0;
        seg_c <= 1'b0;
        seg_d <= 1'b0;
        seg_e <= 1'b1;
        seg_f <= 1'b1;
        seg_g <= 1'b1;
    end
    else
    begin
        seg_a <= 1'bx;
        seg_b <= 1'bx;
        seg_c <= 1'bx;
        seg_d <= 1'bx;
        seg_e <= 1'bx;
        seg_f <= 1'bx;
        seg_g <= 1'bx;
    end
end
endmodule
```
==> run notes <==
flow finished, numbers: clk ins delay skew pair=0.26 ns, setup ws final=-0.0973 ns, via count=1417, status=complete, but fails checks, maximum clock insertion buffer count=2, highest clock rate=417 MHz, Seq share, synth=40.8%, proportion of layout cells with a drive suffix above 1=42.7%, first-pass detailed-route iteration total=4, drc violations=0, final core occ=51.3%, hpwl dp=2.56 mm, Worst setup SP type=flip-flop, total CTS buffers=3, fill count=370, Starting Density=31.0%, max-cap viol count=0, Via density=5.49, post-route cell area=0.00223 mm2, initial antenna violation count=0, number of flops mapped to enable cells by yosys=0, final tally of setup violations=5, Syn Inst Count=142, worst-path fanout max=5, minimum clock period=2.40 ns, worst path required time=1.84 ns, Registers, synthesis=22, Setup Skew=0.00388 ns, pre-CTS WS=-0.547 ns, CP Class=flip-flop to output port, Post-CTS Hold Buffers=0, Antenna Cells=0, die area=0.00478 mm2, Finished Layout Cells=258, Avg Inst Size Synth=9.52 um2, largest net degree at the start of global routing=23, GRT Util Overall=16.6%, Max VDD drop=0.310 mV, Yosys top cell by area=dfrtp_1, Die H=between 60 and 70 um, gr ovfl total=0, CTS root buf=clkbuf_8, io pins=40, Die W=~70 um, Syn Std Cell Area=0.00135 mm2, Area Growth Syn to Fin=65.2%, drt wl/cell=16.0 um, IO buf count=38, final WL=4.12 mm, setup TNS=-0.264 ns, RSZ-0062 raised after global routing=yes, Pwr per Cell Area=299 mW/mm2, fin crit share=104%, most frequent cells in the layout=dlygate4sd2_1, buf_4, dfrtp_1, nor2_1, a22oi_2, TritonCTS Sinks=22, gpl congestion=roughly 0.87, post-route ant nets=0, Log Warnings=28, asr flop ratio synth=roughly 100%, CP arrival=1.94 ns, final hold vios=0, # rows=24, Distinct cells, synth=40, iteration-0 DRC count of the detailed router=about 84, Top cell area share=38.9%, fin. max-slew vios=0, core area=0.00435 mm2, placed insts=240, failing checks=setup timing, yosys synthesis chip area=0.00135 mm2, TritonCTS clock tree=done, Ys Warns=1, vias in the first global route=1402, Commonest Layout Cell=dlygate4sd2_1, leak pwr=0.942 nW, Worst Hold Class=flip-flop to flip-flop, htree depth=1, first-pass GRT wire length=6.52 mm, Cell area leaders=dfrtp_1, a22oi_1, xor2_1, area post-placement=0.00187 mm2, ys cells=142, Top FF cell, synth=dfrtp_1, CP endpoint kind=output port, clock transition at the registers of the reported paths=0.07 ns
## cell usage after synthesis, types with 3 or more instances
library cell / number
dfrtp_1: 21
nor2_1: 13
a22oi_1: 12
nand3_1: 9
nor4_1: 8
xor2_1: 8
nand2_1: 7
nor3_1: 6
and3_1: 5
mux2_2: 5
xnor2_1: 5
inv_1: 4
a211oi_1: 3
clkbuf_1: 3
nand4_1: 3
## worst max-delay path: stages, from the launching register on
cell and delay, ns:
dfrtp_2 0.46, a22oi_2 0.24, and3_4 0.25, buf_6 0.10, buf_6 0.10, mux2i_1 0.08
a211oi_1 0.29, buf_2 0.16
## final cells by class
type                            instances  area [um2]  area share (%)
Tap cell                               52        65.1            2.91
Sequential cell                        22         558            25.0
Multi-Input combinational cell        108         967            43.3
Inverter                                4        15.0           0.673
Timing Repair Buffer                   68         582            26.1
Clock buffer                            4        45.0            2.02
## path summary, 6_finish.rpt
check                      startpoint  slack (ns)  cells past startpoint        end
min in group asynchronous         rst        0.53                      3   timer[5]
hold / removal              timer[12]        0.51                      1  timer[12]
setup / recovery               sel[4]        -0.1                      7      seg_b
hold reg to reg             timer[12]        0.51                      1  timer[12]
setup reg to reg             timer[7]        0.40                      5     sel[5]
max in group asynchronous         rst        1.49                      3     sel[0]
## power by group
group	internal, mW	switching (mW)
logic	0.0243	0.0181
clock network	0.123	0.115
registers	0.387	0
## metal layers
metal | up-vias | track usage [%] | wire length (um)
met3 | 8 | 1.93 | 195
met5 | - | 0 | 0
li1 | 655 | - | -
met1 | 706 | 26.3 | 1880
met2 | 48 | 25.7 | 1960
met4 | 0 | 2.27 | 73
## registers in the layout (all words and copies together) (netlist names)
name / count
timer: 16
sel: 6
## cells by family (layout without fill, tap and decap cells)
family | Yosys count | in the layout | synth area share, %
compound gates | 22 | 22 | 11.9
xor+xnor | 13 | 13 | 8.43
mux | 7 | 7 | 5.74
flops | 22 | 22 | 40.8
fa+ha+maj | 3 | 3 | 2.59
simple gates | 62 | 62 | 25.9
other cells | 1 | 1 | 0.278
buf+inv | 12 | 76 | 4.35
## metrics by stage
| stage | total power [mW] | hold slack [ns] |
|---|---|---|
| global route | 0.694 | 0.527 |
| CTS | 0.674 | 0.508 |
| detailed placement | 0.447 | 0.493 |
| global placement | 0.447 | 0.484 |
| finish | 0.667 | 0.505 |
| floorplan | 0.401 | 0.448 |
## what timing repair did
| item | in CTS | in global routing |
|---|---|---|
| gates cloned | 0 | 0 |
| setup endpoints to repair | 7 | 7 |
| hold endpoints to repair | 0 | 0 |
| pin swaps | 31 | 19 |
| resized | 78 | 23 |
| buffers inserted | 13 | 3 |
No activity file was given, so power comes from the tool's default toggle rates.
