--- flow/run.sh ---
#!/bin/bash
# OpenROAD 26Q1-2900-gdf79404cd8, Yosys 0.63+post, stock flow scripts
make -C /OpenROAD-flow-scripts/flow DESIGN_CONFIG=/design/flow/config.mk WORK_HOME=/design/flow/orfs finish
--- flow/config.mk ---
export PLATFORM = sky130hd
export DESIGN_NAME = vga_driver
export DESIGN_NICKNAME = vga_driver
export VERILOG_FILES = /design/flow/design.v
export SDC_FILE = /design/flow/constraint.sdc
export NUM_CORES = 4
export LEC_CHECK = 1
export CORE_UTILIZATION = 30
--- flow/constraint.sdc ---
current_design vga_driver

set clk_period 2.2
set clk_io_pct 0.2

create_clock -name clk0 -period $clk_period [get_ports {clk}]

set non_clock_inputs [all_inputs -no_clocks]
set_input_delay [expr $clk_period * $clk_io_pct] -clock clk0 $non_clock_inputs
set_output_delay [expr $clk_period * $clk_io_pct] -clock clk0 [all_outputs]
--- flow/design.v ---
module vga_driver
        (
            input logic clk,
            input logic rst,
            input logic[4:0] pixel_red,
            input logic[5:0] pixel_green,
            input logic[4:0] pixel_blue,
            output logic[4:0] vga_red,
            output logic[5:0] vga_green,
            output logic[4:0] vga_blue,
            output logic next_pixel,
            output logic h_sync,
            output logic v_sync
        );
parameter H_ACTIVE = 10'd640;
parameter H_FRONT_PORCH = 10'd16;
parameter H_SYNC_PULSE = 10'd96;
parameter H_BACK_PORCH = 10'd48;
parameter H_COUNT = H_ACTIVE + H_FRONT_PORCH + H_SYNC_PULSE + H_BACK_PORCH;
parameter H_SYNC_LOW = H_ACTIVE + H_FRONT_PORCH;
parameter H_SYNC_HIGH = H_ACTIVE + H_FRONT_PORCH + H_SYNC_PULSE - 10'd1;
parameter V_ACTIVE = 10'd480;
parameter V_FRONT_PORCH = 10'd11;
parameter V_SYNC_PULSE = 10'd2;
parameter V_BACK_PORCH = 10'd31;
parameter V_COUNT = V_ACTIVE + V_FRONT_PORCH + V_SYNC_PULSE + V_BACK_PORCH;
parameter V_SYNC_LOW = V_ACTIVE + V_FRONT_PORCH;
parameter V_SYNC_HIGH = V_ACTIVE + V_FRONT_PORCH + V_SYNC_PULSE - 10'd1;
logic pixel_clock;
logic [9:0] h_counter;
logic [9:0] v_counter;
always_comb
begin
    if(h_counter < H_ACTIVE && v_counter < V_ACTIVE)
    begin
        vga_red <= pixel_red;
        vga_green <= pixel_green;
        vga_blue <= pixel_blue;
        next_pixel <= pixel_clock;
    end
    else
    begin
        vga_red <= ($bits(vga_red))'('b0);
        vga_green <= ($bits(vga_green))'('b0);
        vga_blue <= ($bits(vga_blue))'('b0);
        next_pixel <= 1'b0;
    end
    if(h_counter >= H_SYNC_LOW && h_counter <= H_SYNC_HIGH)
    begin
        h_sync <= 1'b0;
    end
    else
    begin
        h_sync <= 1'b1;
    end
    if(v_counter >= V_SYNC_LOW && v_counter <= V_SYNC_HIGH)
    begin
        v_sync <= 1'b0;
    end
    else
    begin
        v_sync <= 1'b1;
    end
end
always_ff @(posedge clk or posedge rst)
begin
    if(rst == 1'b1)
    begin
        pixel_clock <= 1'b0;
    end
    else
    begin
        pixel_clock <= ~pixel_clock;
    end
end
always_ff @(posedge clk or posedge rst)
begin
    if(rst == 1'b1)
    begin
        h_counter <= 10'b0;
    end
    else
    begin
        if(pixel_clock == 1'b1)
        begin
            if(h_counter == H_COUNT - 10'b1)
            begin
                h_counter <= 10'b0;
            end
            else
            begin
                h_counter <= h_counter + 10'b1;
            end
        end
    end
end
always_ff @(posedge clk or posedge rst)
begin
    if(rst == 1'b1)
    begin
        v_counter <= 10'b0;
    end
    else
    begin
        if(pixel_clock == 1'b1 && h_counter == H_COUNT - 10'b1)
        begin
            if(v_counter == V_COUNT - 10'b1)
            begin
                v_counter <= 10'b0;
            end
            else
            begin
                v_counter <= v_counter + 10'b1;
            end
        end
    end
end
endmodule
==> metrics.csv <==
metric,value,unit
Syn-to-layout area delta,43.4,%
"Registers, synthesis",21,
chain of cells forming the critical path,and3_4 -> nand2_2 -> and3_4 -> buf_12 -> and2_1 -> clkdlybuf4s50_1,
max_slew headroom,0.770,
combined global-route utilization of all metal layers,0.124,
core region area,0.00409,mm^2
synthesized cell area,0.00131,mm^2
insertion delay at the late pin of the worst-skew pair,0.26,ns
worst vdd ir,0.308,mV
Required @ worst endpoint,1.76,ns
most frequent cell after synthesis,dfrtp_1,
Fmax,451,MHz
cts bufs inserted,3,
class of the tightest hold or removal check,in -> async,
Die Size,0.00464,mm^2
number of antenna violations at the first check in global routing,0,
number of distinct library cells after synthesis,37,
# Cells Yosys,139,
total number of warnings across the stage logs,30,
floorplan utilization,0.321,
GRT Residual Overflow,0,
count of library flops with an enable pin,0,
Mean Syn Cell Area,9.43,um^2
standard-cell rows,23,
detailed-route wire length per cell,11.3,um
slowest cell on the critical path,clkdlybuf4s50_1,
fin crit period,2.22,ns
area share of the leading cell type in the synthesized netlist,0.401,
count of final hold-check violations,0,
most area-hungry cell type in the Yosys netlist,dfrtp_1,
detail-routed via count per cell,4.71,
Worst-Margin Slew,0.345,ns
number of iterations in the first detailed-routing pass,4,
power per standard cell area,375,mW/mm^2
Yosys Chip Area,0.00131,mm^2
number of hold buffers added after CTS,0,
classification of the worst setup path,reg -> out,
clock-pin slew on the worst setup and hold paths,0.08,ns
clk sink count,21,
wire length of the first global-routing pass,4.39,mm
die span in x,68.1,um
clk_skew,0.00284,ns
leading cell types by count after synthesis,"dfrtp_1 (21), and2_1 (17), nand2_1 (10)",
worst-path maximum fanout,16,
fraction of layout instances using a drive strength above 1,0.186,
post-route worst setup slack,-0.0187,ns
hold slack final,0.501,ns
leakage power,0.877,nW
HPWL Detailed,2.00,mm
data arrival time at the worst-slack endpoint,1.78,ns
kind of end point of the critical path,output pin,
final antenna-violating net count,0,
buffer and inverter count on the worst path,2,
final setup violation count,10,
largest buffer count on any clock path,2,
clock tree from TritonCTS,yes,
summed area of non-filler cells in the final layout,0.00188,mm^2
die height,68.1,um
layout filler cell count,369,
Total Wirelength,2.69,mm
total power,706,uW
# port buffers,36,
residual DRC count,0,
biggest area contributors in the synthesized netlist,"dfrtp_1 (40%), and2_1 (8.1%), xnor2_1 (6.0%), ha_1 (3.8%), nand3_1 (3.4%)",
last weighted congestion value of the routability-driven placer,0.844,
ys flop type,dfrtp_1,
cell at the root of the clock tree,clkbuf_8,
CTS H-tree depth,1,
cell count after synthesis,139,
dpl cell area,0.00179,mm^2
pre-CTS setup slack,-0.00937,ns
library cell appearing most often on the critical path,and3_4,
number of global-route vias before repair,1037,
sequential-to-total area share from yosys stat,0.401,
violation tally from detailed-route iteration zero,29,
result of the run,"finished, violations left",
non-filler instance count after layout,238,
total inserted antenna cells,0,
violations in the final reports,setup timing,
crit start category,flip-flop,
count of final max-slew check failures,0,
ports placed on the boundary,37,
final clock period utilization by the worst path,1.01,
largest net degree at the start of global routing,22,
Top delay family on crit path,buffers and inverters,
Via Count,1122,
proportion of synthesized flip-flops having asynchronous set or reset,1.00,
max incr delay on CP,0.46,ns
number of warnings printed during yosys synthesis,1,
RSZ-0062 raised after global routing,yes,
max-cap violations,0,
Placed Cells,231,
==> cell usage in the layout, fill, tap and decap left out, drive strengths merged, types with 6 or more instances in the layout <==
master and n:
xnor2 9, nand2 11, buf 17, and3 6
and2 17, dfrtp 21, clkdlybuf4s50 29, dlymetal6s2s 6
nand3 9, nor2 9, nand4 6, inv 8
==> path summary, 6_finish.rpt <==
| check | from | to | slack, ns | cells after the start |
|---|---|---|---|---|
| setup / recovery | v_counter[8] | vga_blue[2] | -0.02 | 6 |
| hold / removal | rst | v_counter[3] | 0.50 | 3 |
| setup reg to reg | v_counter[0] | v_counter[3] | 0.41 | 6 |
| hold reg to reg | h_counter[2] | h_counter[2] | 0.55 | 1 |
| max in group asynchronous | rst | v_counter[7] | 1.49 | 3 |
| min in group clk0 | h_counter[2] | h_counter[2] | 0.55 | 1 |
==> through the flow <==
stage	utilization	TNS, ns
after floorplan	-	0
after global placement	0.437	0
after detailed placement	0.437	-0.00937
after CTS	0.457	-0.288
after global routing	0.460	-1.22
final	0.460	-0.108
==> sequential cells by signal, indices dropped and copies added, names as in the netlist <==
signal       cells
h_counter       10
v_counter       10
pixel_clock      1
==> worst min-delay path: cells and delay by family <==
| kind | cells | cell delay (ns) |
|---|---|---|
| buffers and inverters | 3 | 0.70 |
==> routing by layer <==
metal  GRT usage  vias to the layer above  routed length, um
met5           0                        -                  0
met4      0.0182                        0                 19
met1       0.182                      508               1260
met3      0.0152                        2                262
li1            -                      571                  -
met2       0.205                       41               1150
==> cells by family after synthesis <==
group,synth area share
simple gates,0.332
flops,0.401
buf+inv,0.0668
compound gates,0.0687
xor+xnor,0.0735
fa+ha+maj,0.0382
mux,0.0200
==> cell type report <==
type                    instances  area, um^2  share of cell area
multi-input cells             103         713               0.379
flip-flops and latches         21         526               0.279
repair buffers                 52         503               0.267
well taps                      50        62.6              0.0333
clock buffers                   3        41.3              0.0220
inverters                       8        30.0              0.0160
clock inverters                 1        5.00             0.00266
==> what timing repair did <==
| item | 4_1_cts | 5_1_grt |
|---|---|---|
| resized | 9 | 6 |
| endpoints found under the setup margin | 18 | 18 |
| buffers inserted | 3 | 0 |
| pin swaps | 1 | 0 |
==> report_power, final <==
group          switching [mW]  internal, mW
sequential                  0         0.386
clock                   0.125         0.126
combinational          0.0145        0.0553
total                   0.139         0.567
Power figures rest on the tool's default switching activity, not on a simulated workload.
